==> flow/design.v <==
module vector_add(
  input clk,
  input rst_n,
  input [31:0] A,
  input [31:0] B,
  output [31:0] C
  );
assign C = result ;
reg [31:0] result;
  always @ ( posedge clk or negedge rst_n ) begin
    if(!rst_n) begin
      result <= 32'h0;
    end else begin
      result  <=  A + B;
    end
  end
endmodule
==> flow/run.sh <==
#!/bin/bash
# OpenROAD 26Q1-2900-gdf79404cd8, Yosys 0.63+post, stock flow scripts
make -C /OpenROAD-flow-scripts/flow DESIGN_CONFIG=/design/flow/config.mk WORK_HOME=/design/flow/orfs finish
==> flow/config.mk <==
export PLATFORM = sky130hd
export DESIGN_NAME = vector_add
export DESIGN_NICKNAME = vector_add
export VERILOG_FILES = /design/flow/design.v
export SDC_FILE = /design/flow/constraint.sdc
export NUM_CORES = 4
export LEC_CHECK = 1
export CORE_AREA = 10 10 113 113
export DIE_AREA = 0 0 123 123
==> flow/constraint.sdc <==
current_design vector_add

set clk_period 1.0
set clk_io_pct 0.2

create_clock -name clk0 -period $clk_period [get_ports {clk}]

set non_clock_inputs [all_inputs -no_clocks]
set_input_delay [expr $clk_period * $clk_io_pct] -clock clk0 $non_clock_inputs
set_output_delay [expr $clk_period * $clk_io_pct] -clock clk0 [all_outputs]
==> results.json <==
{
  "status": "finished with violations",
  "violations": "negative setup slack",
  "min_from": "A[0]",
  "yosysUniqueCellTypes": 52,
  "arrival_ns": 2.01,
  "tool_warnings": 28,
  "cp_max_fo": 3,
  "ys_async_sr_fraction_pct": 100,
  "ys_ff": 32,
  "routed_wl_um": 8960,
  "fp.dieW_um": 123,
  "wl_per_cell_um": 14.4,
  "slowest_delay_ns": 0.34,
  "slew_headroom_pct": 74.2,
  "ir_drop_uv": 528,
  "pin_count": 98,
  "h-tree-depth": 2,
  "hold_depth": 2,
  "ys_cells": 272,
  "whs_ns": 0.121,
  "place_area_um2": 4620,
  "utilization_pct": 51.6,
  "synthTopCellsByCount": "dfrtp_1, ha_1, a21oi_1",
  "top_regs": "result: 32 flops",
  "ys_chip_area_um2": 2550,
  "top_area_share_pct": 31.4,
  "yosys_warnings": 1,
  "cap_violations": 0,
  "crit_path_cell_trace": "buf_6 -> ha_4 -> and3_4 -> o211ai_1 -> o21bai_4 -> a22oi_4 -> a31oi_4 -> o311a_1 -> or3_1",
  "cts_made_buffers": 5,
  "hold_viol": 0,
  "io_buffers": 97,
  "min_to": "result[0]$_DFF_PN0_",
  "num_rows": 37,
  "grt_pass1_wl_um": 14600,
  "via_per_inst": 4.58,
  "edf_count": 0,
  "syn-cell-area_um2": 2550,
  "root_buffer": "clkbuf_8",
  "top_cell": "dfrtp_1",
  "drive_gt1_share_pct": 63.4,
  "clockBufferDepth": 2,
  "stdcell_area_um2": 5320,
  "fp_util_pct": 24.7,
  "fmax_ghz": 0.546,
  "period_minus_slack_ns": 1.83,
  "dpl.cell_count": 582,
  "dp_hpwl_um": 7110,
  "grt_pass1_vias": 3044,
  "antenna_found_initial": 0,
  "postRouteAntennaNets": 0,
  "start_kind": "input pin",
  "crit_slowest_cell": "or3_1",
  "holdBufCountCts": 0,
  "tightest_slew_ns": 0.386,
  "grt_max_degree": 33,
  "setup_viol": 29,
  "gp_congestion": 0.885,
  "avgSynthCellArea_um2": 9.37,
  "hold_path.class": "in2reg",
  "grt-ovfl-total": 0,
  "route.detailed.drc": 0,
  "dieArea_um2": 15100,
  "fin_crit_sh_pct": 183,
  "rsz0062_at_grt": "yes",
  "crit_type": "in2reg",
  "clock_sinks": 32,
  "crit_required_ns": 1.17,
  "chipHeight_um": 123,
  "drv_slew": 0,
  "core_area_um2": 10300,
  "firstDrtPassIters": 4,
  "largest_reg_flops": 32,
  "synth_area_leader_cell": "dfrtp_1",
  "antenna_cells_inserted": 0,
  "syn_to_final_growth_pct": 109,
  "cellPowerDensity_nw_per_um2": 1110,
  "drt_iter0_markers": 94,
  "fin_cells": 622,
  "cts_tree": "done",
  "syn_inst": 272,
  "post-route-worst-setup-slack_ns": -0.832,
  "ff_type": "dfrtp_1",
  "grt_usage_pct": 11.6,
  "regMostFlops": "result",
  "crit_path_end_kind": "flip-flop",
  "synth_seq_share_pct": 31.4,
  "vias": 2850,
  "clkTransAtPathRegs_ns": 0.08,
  "p_leak_nw": 2.39,
  "topCellsByArea": "dfrtp_1, ha_1, a21oi_1, a21o_1, xor2_1"
}
critical path, delay by kind of cell:
kind | cells | cell delay [ns]
AOI/OAI and AO/OA | 5 | 0.90
and+or+nand+nor | 2 | 0.53
adders and majority gates | 1 | 0.27
buffers and inverters | 1 | 0.09
what timing repair did:
item / CTS / global route
setup endpoints to repair: 63 / 40
cloned: 0 / 0
hold endpoints to repair: 0 / 0
pin swaps: 94 / 51
gates resized: 348 / 35
buffers inserted: 30 / 6
placed cells by master, fill, tap and decap left out, drive strengths merged, types with 2 or more instances in the layout:
cell,count
buf,184
dfrtp,32
ha,31
a21oi,29
dlygate4sd2,20
a21o,19
nand2,19
xor2,15
o21ai,15
xnor2,13
nor2,12
nand3,10
clkbuf,8
nand4,7
clkdlybuf4s50,7
inv,6
o21bai,5
a31oi,4
nor3,4
or2,3
a211oi,3
o211ai,3
o21a,2
and3,2
o221ai,2
nand2b,2
mux2i,2
a311oi,2
clkdlybuf4s15,2
o311ai,2
how the worst max path moves through the flow:
stage                 cells past startpoint   from                   end
after global routing                      9  B[24]  result[31]$_DFF_PN0_
after CTS                                 9   A[8]  result[31]$_DFF_PN0_
final                                     9   B[8]  result[31]$_DFF_PN0_
per-layer routing:
layer  GRT usage [%]  up-vias  wire length, um
li1                -     1443                -
met1            14.8     1344             3830
met2            20.9       59             4550
met3            2.17        4              495
met4            1.09        0               82
met5               0        -                0
power by group:
part           total, W  leakage [nW]  internal [W]  switching, W
registers       0.00164         0.372       0.00157     0.0000777
logic           0.00299          1.97       0.00173       0.00126
clock network   0.00126        0.0541      0.000738      0.000524
total           0.00589          2.39       0.00403       0.00186
cell families (layout without fill, tap and decap cells):
group / count (synthesis) / in the layout / synth area share (%)
AND-OR/OR-AND: 97 / 97 / 27.2
XOR/XNOR: 28 / 28 / 9.62
multiplexers: 2 / 2 / 0.786
adder cells (fa/ha/maj): 32 / 32 / 16.0
AND/OR/NAND/NOR: 65 / 65 / 12.4
buffers and inverters: 16 / 230 / 2.55
flip-flops: 32 / 32 / 31.4
final cells by class:
class | instances | area [um^2]
Fill cell | 864 | 5000
Multi-Input combinational cell | 224 | 2540
Timing Repair Buffer | 216 | 1680
Sequential cell | 32 | 801
Tap cell | 136 | 170
Clock buffer | 5 | 68.8
Clock inverter | 3 | 42.5
Inverter | 6 | 22.5
per-stage QoR:
step | TNS, ns | setup WS, ns | power (W)
5_1_grt | -17.85 | -0.918 | 0.00629
4_1_cts | -16.94 | -0.871 | 0.00584
3_5_place_dp | -37.13 | -1.59 | 0.00436
2_1_floorplan | -16.72 | -1.02 | 0.00278
6_report | -16.18 | -0.832 | 0.00589
3_3_place_gp | -36.80 | -1.55 | 0.00434
Power and IR drop assume default switching activity.
