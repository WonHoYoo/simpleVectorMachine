==> design.v <==
module vector_mul(
  input clk,
  input rst_n,
  input [31:0] A,
  input [31:0] B,
  output [31:0] C
  );
  always @ (posedge clk or negedge rst_n) begin
    if(!rst_n)begin
      C <= 32'h0;
    end else begin
      C <= A * B;
    end
    end
endmodule
==> run.sh <==
#!/bin/bash
# OpenROAD 26Q1-2900-gdf79404cd8, Yosys 0.63+post, stock flow scripts
make -C /OpenROAD-flow-scripts/flow DESIGN_CONFIG=/design/flow/config.mk WORK_HOME=/design/flow/orfs finish
==> config.mk <==
export PLATFORM = sky130hd
export DESIGN_NAME = vector_mul
export DESIGN_NICKNAME = vector_mul
export VERILOG_FILES = /design/flow/design.v
export SDC_FILE = /design/flow/constraint.sdc
export NUM_CORES = 4
export LEC_CHECK = 1
export CORE_UTILIZATION = 30
==> constraint.sdc <==
current_design vector_mul

set clk_period 1.0
set clk_io_pct 0.2

create_clock -name clk0 -period $clk_period [get_ports {clk}]

set non_clock_inputs [all_inputs -no_clocks]
set_input_delay [expr $clk_period * $clk_io_pct] -clock clk0 $non_clock_inputs
set_output_delay [expr $clk_period * $clk_io_pct] -clock clk0 [all_outputs]
==> flow_metrics.tcl <==
# metrics dict for downstream scripts
set metrics [dict create \
    muxShareOfSynthArea_pct 0 \
    path_depth 26 \
    slowest_stage "fa_1" \
    dpl_cell_area_sq_mm 0.0206 \
    synth_top_cell_by_area "fa_1" \
    grt_util_all_layers_pct 19.1 \
    xor_area_share_pct 4.55 \
    grt_pass1_vias 13700 \
    dr_total_vias 12600 \
    min_path_type "primary input to async pin" \
    syn2layout_area_growth_pct 35.8 \
    cts_tree "built" \
    clk_pin_slew_ns 0.06 \
    synth_warnings 3 \
    drv_slew 0 \
    violations "negative hold slack, negative setup slack" \
    status "finished with violations" \
    end_kind "flip-flop" \
    dr.pass1.iters 5 \
    ys_sh_simple_pct 18.8 \
    synth-edff-count 0 \
    maxCapViolations 0 \
    async_flop_share_pct 100 \
    slew_headroom_pct 77.5 \
    chipArea_sq_mm 0.0562 \
    cts_buffer_depth 2 \
    crit_top_cell "fa_1" \
    grt_max_degree 33 \
    adder_share_pct 58.6 \
    period_needed_ns 6.18 \
    syn_inst 1745 \
    setup_viol 30 \
    rsz0062_at_grt "yes" \
    ys.flop_type "dfrtp_1" \
    tightest_slew_ns 0.336 \
    ys_seq_share_pct 4.83 \
    fp_util_pct 30.6 \
    fin_hold_ws_ns -0.144 \
    grt_pass1_wl_mm 77.4 \
    logic_family "adder cells" \
    fin_crit_sh_pct 618 \
    regArea_sq_um 801 \
    core_region_area_sq_mm 0.0541 \
    regMostFlops "C" \
    grt_antenna_before_repair 0 \
    avgSynthCellArea_sq_um 9.49 \
    crit_type "primary input to flip-flop" \
    largest_register_ffs 32 \
    cts_num_sinks 32 \
    wire_per_inst_microns 18.0 \
    wirelength_mm 49.9 \
    path_buffers 10 \
    vias_per_cell 4.54 \
    synth_cell_type_count 38 \
    ys_area_sq_mm 0.0166 \
    yosys.area_share.aoi_pct 3.16 \
    cp_max_fo 5 \
    ioPinCount 98 \
    crit_family "adder cells" \
    worstPathRequired_ns 1.17 \
    ys_seq_elements 32 \
    drtIter0Drc 439 \
    synth_area_sq_mm 0.0166 \
    cts_buffers 5 \
    critPathArrivalTime_ns 6.35 \
    htreeDepth 2 \
    drc 0 \
    drtAntennaViolNets 0 \
    root_buffer "clkbuf_16" \
    gr-total-overflow 0 \
    gp_congestion 0.908 \
    top_area_share_pct 49.3 \
    row_count 85 \
    synthTopCellsByArea "fa_1 (49%), and2_1 (14%), ha_1 (9.3%)" \
    die_w_microns 237 \
    start_kind "primary input" \
    layout.cell_area.non_filler_sq_mm 0.0225 \
    diodes 0 \
    ys_cells 1745 \
    reg_top3 "C x32" \
    startpoint "B[3]" \
    numPortBuffers 97 \
    crit_path_max_incr_delay_ns 0.54 \
    layout-drive-gt1-share_pct 29.3 \
    finalHoldViolCount 32 \
    comb_area_sq_mm 0.0152 \
    clock.fmax_mhz 162 \
    crit_end "C[27]$_DFF_PN0_" \
    warnings 30 \
    hpwl_mm 39.0 \
    fillerInstances 4992 \
    fin_ws_ns -5.18 \
    die_y_microns 237 \
]
[cell usage after synthesis, types with 4 or more instances]
cell,count
clkbuf_1,80
nand4_1,4
nand2_1,179
xnor2_1,69
a21o_1,7
xor2_1,17
dfrtp_1,32
ha_1,123
a21oi_1,23
inv_1,362
fa_1,408
nor2_1,10
o21ai_0,13
o21bai_1,5
nand3_1,5
and2_1,367
[area by class of cell]
class | count | area share (%)
timing repair buffer | 411 | 18.1
sequential | 32 | 3.56
clock buffer | 6 | 0.573
inverter | 362 | 6.04
clock inverter | 2 | 0.156
tap | 696 | 3.87
multi-input combinational | 1269 | 67.7
[worst min path at each step]
stage	slack, ns	from	cells past startpoint	end
final	-0.14	rst_n	2	C[14]$_DFF_PN0_
after CTS	-0.14	rst_n	2	C[15]$_DFF_PN0_
after global routing	-0.11	rst_n	2	C[14]$_DFF_PN0_
[placed cells by master, fill, tap and decap left out, types with 42 or more instances in the layout]
cell,Yosys,layout
buf_2,2,44
xnor2_1,69,65
ha_1,123,79
nand2_1,179,166
and2_1,367,334
buf_4,0,219
buf_6,0,47
ha_4,0,44
inv_1,362,330
fa_2,0,42
fa_1,408,366
[per-stage QoR]
step / util (%) / hold slack (ns) / setup WS, ns / std cells / TNS [ns]
floorplan: - / -0.0956 / -5.07 / 1745 / -118.73
global placement: 38.1 / 0.186 / -5.91 / 2686 / -149.25
detailed placement: 38.1 / 0.183 / -5.98 / 2686 / -150.62
CTS: 40.7 / -0.136 / -5.23 / 2766 / -126.90
global route: 41.5 / -0.109 / -5.36 / 2778 / -131.17
finish: 41.5 / -0.144 / -5.18 / 2778 / -126.79
[repair_timing]
| action | 4_1_cts | 5_1_grt |
|---|---|---|
| setup buffers | 59 | 17 |
| gates cloned | 15 | 3 |
| resized | 407 | 141 |
| pin swaps | 147 | 134 |
| endpoints found under the setup margin | 64 | 46 |
| hold endpoints to repair | 32 | 32 |
[per-layer routing]
metal | track usage [%] | part of all wire (%) | vias up
met5 | 0 | 0 | -
met4 | 2.89 | 2.0 | 0
met1 | 25.5 | 40 | 6434
met3 | 7.50 | 9.7 | 43
li1 | - | - | 5737
met2 | 30.7 | 49 | 396
[cells by family after synthesis]
kind of cell | Yosys count
simple gates | 573
fa+ha+maj | 531
buf+inv | 444
xor+xnor | 86
compound gates | 79
flops | 32
